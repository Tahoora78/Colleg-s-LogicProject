### /design/flow/run.sh
#!/bin/bash
# OpenROAD 26Q1-2900-gdf79404cd8, Yosys 0.63+post, stock flow scripts
make -C /OpenROAD-flow-scripts/flow DESIGN_CONFIG=/design/flow/config.mk WORK_HOME=/design/flow/orfs finish
### /design/flow/design.v
`timescale 1ns / 1ps
`default_nettype none
module NervousShockDetector(
        clock,
        inputdata,
	 	nervousAbnormality);
input clock;
input inputdata;
output [1:0] nervousAbnormality;
	reg [1:0] nervousAbnormality;
	reg [4:0] Prstate , Nxtstate;
	parameter S0 = 5'b00000, S1 = 5'b00001, S2 = 5'b00010, S3 = 5'b00011 , S4 = 5'b00100, S5 = 5'b00101, S6 = 5'b00110, S7 = 5'b00111
	,S8 = 5'b01000, S9 = 5'b01001, S10 = 5'b01010, S11 = 5'b01011 , S12 = 5'b01100, S13 = 5'b01101, S14 = 5'b01110, S15 = 5'b01111
	,S16 = 5'b10000, S17 = 5'b10001;
	always @ (posedge clock)
		Prstate = Nxtstate;
	always @ (Prstate or inputdata)      
         case (Prstate)
            S0: if (inputdata) Nxtstate = S1;
					else Nxtstate = S0;
            S1: if (inputdata) Nxtstate = S1;				
                  else Nxtstate = S2;
            S2: if (inputdata)Nxtstate = S3;
					else Nxtstate = S12;
            S3: if (inputdata) Nxtstate = S1;  
                  else Nxtstate = S4;
				S4: if (inputdata) Nxtstate = S5;  
                  else Nxtstate = S12;
				S5: if (inputdata) Nxtstate = S1;  
                  else Nxtstate = S6;
				S6: if (inputdata) Nxtstate = S7;  
                  else Nxtstate = S12;
				S7: if (inputdata) Nxtstate = S10;  
                  else Nxtstate = S8;
				S8: if (inputdata) Nxtstate = S9;  
                  else Nxtstate = S12;
				S9: if (inputdata) Nxtstate = S10;  
                  else Nxtstate = S8;
				S10: if (inputdata) Nxtstate = S10;  
                  else Nxtstate = S2;
				S11: if (inputdata) Nxtstate = S1;  
                  else Nxtstate = S2;	
				S12: if (inputdata) Nxtstate = S13;  
                  else Nxtstate = S0;
				S13: if (inputdata) Nxtstate = S1;  
                  else Nxtstate = S14;
				S14: if (inputdata) Nxtstate = S1;  
                  else Nxtstate = S15;
				S15: if (inputdata) Nxtstate = S16;  
                  else Nxtstate = S0;
				S16: if (inputdata) Nxtstate = S1;  
                  else Nxtstate = S17;
				S17: if (inputdata) Nxtstate = S1;  
                  else Nxtstate = S0;
				default Nxtstate = S0;			
         endcase
		always @ (Prstate or inputdata)      
         case (Prstate)
            S0: nervousAbnormality = 2'b00;
            S1: nervousAbnormality = 2'b00;
				S2: nervousAbnormality = 2'b00;
				S3: nervousAbnormality = 2'b00;
				S4: nervousAbnormality = 2'b00;
				S5: nervousAbnormality = 2'b00;
				S6: nervousAbnormality = 2'b00;
				S7: nervousAbnormality = 2'b00;
				S8: nervousAbnormality = 2'b00;
				S9: if (inputdata) nervousAbnormality = 2'b00; else nervousAbnormality = 2'b11;
				S10: nervousAbnormality = 2'b00;
				S11: if (inputdata) nervousAbnormality = 2'b00; else nervousAbnormality = 2'b10;
				S12: nervousAbnormality = 2'b00;
				S13: nervousAbnormality = 2'b00;
				S14: nervousAbnormality = 2'b00;
				S15: nervousAbnormality = 2'b00;
				S16: nervousAbnormality = 2'b00;
				S17: if (inputdata) nervousAbnormality = 2'b00; else nervousAbnormality = 2'b01;
				default nervousAbnormality = 2'b00;
			endcase
endmodule
### /design/flow/constraint.sdc
current_design NervousShockDetector

set clk_period 2.8
set clk_io_pct 0.2

create_clock -name clk0 -period $clk_period [get_ports {clock}]

set non_clock_inputs [all_inputs -no_clocks]
set_input_delay [expr $clk_period * $clk_io_pct] -clock clk0 $non_clock_inputs
set_output_delay [expr $clk_period * $clk_io_pct] -clock clk0 [all_outputs]
### /design/flow/config.mk
export PLATFORM = sky130hd
export DESIGN_NAME = NervousShockDetector
export DESIGN_NICKNAME = NervousShockDetector
export VERILOG_FILES = /design/flow/design.v
export SDC_FILE = /design/flow/constraint.sdc
export NUM_CORES = 4
export LEC_CHECK = 1
export CORE_AREA = 10 10 70 70
export DIE_AREA = 0 0 80 80
==> Changelog: implementation <==
### Metrics

* Flops & latches, synth at 5
* Clock Skew at 0.00289 ns
* Dominant comb cell: AND-OR/OR-AND gates
* Int Power at 281 uW
* OpenROAD warnings at 25
* Drt first pass iters at 4
* Comb pwr share at 47.5%
* Clock tree buffer depth at 2
* Worst Max-Slew Pin Slew at 0.418 ns
* Power Density at 1040 nW/um^2
* CTS tree: built
* DIE AREA at 6400 sq um
* Crit path DRT at 2.24 ns
* Clk ins delay skew pair at 0.24 ns
* Peak supply drop at 0.000300 V
* Core area at 3420 sq um
* Post-DRT Antenna Nets at 0
* Maximum clock frequency at 0.399 GHz
* Area share of fa/ha/maj cells after synthesis at 0%
* Die y size at 80 um
* Crit end category: primary output
* And-or/or-and share of the synthesized area at 32.1%
* Storage cell area at 100 sq um
* HP Class: flop to flop
* Unrepaired setup endpoints after global routing: false
* Std cell rows at 21
* DR iter-0 viols at 26
* GRT Total Usage at 2.79%
* Post-layout util at 14.5%
* Maximum capacitance violations at 0
* Sequential share of power at 36.5%
* Crit share post-route at 89.6%
* Comb area at 258 sq um
* Yosys stat chip area at 413 sq um
* Share of layout cells above drive strength 1 at 10.3%
* Worst Path Arrival at 1.95 ns
* Number of global-route vias before repair at 365
* Syn avg cell area at 7.37 sq um
* Final TNS setup at 0 ns
* Tmin final at 2.51 ns
* Ys Warns at 1
* Design area at 494 sq um
* Clk pin slew, worst setup/hold paths at 0.04 ns
* Area Growth Syn to Fin at 19.7%
* Clk sinks at 5
* IO Count at 4
* Fin. Hold Viols at 0
* Post-route DRC at 0
* Pwr Total at 513 uW
* Postcts setup bufs at 0
* Mux area share at 0%
* CTS Hold Bufs at 0
* GP Congestion at 0.828
* Port buffer count at 3
* Fp_density at 12.1%
* Yosys top cell by area: dfxtp_1
* Leak at 0.000162 uW
* Slew Viols, Final at 0
* Post-DR vias/cell at 4.13
* Dominant cell area share at 24.2%
* XORs/XNORs by Area at 2.12%
* Filler Cells Inserted at 406
* Setup-failing EPs final at 0
* P_sw at 232 uW
* Sw Share at 45.2%
* Post-Synthesis Cells at 56
* Synth top area cells: dfxtp_1, nand2b_1, a21oi_1
* Max-slew headroom at 72.1%
* Clock power frac at 15.9%
* Vias at 429
* Flip-flop count of the largest register after layout at 5
* CTS buffer count at 3
* Area after DPL at 468 sq um
* Total wire length at 876 um
* Distinct cells, synth at 32
* Initial antenna violation count at 0
* CP Max Fanout at 9
* Die width at 80 um
* First-pass GRT wire length at 1550 um
* H-tree Lvls at 1
* WL per Instance at 8.42 um
* Synth Seq Share at 24.2%
* Post-CTS sizing at 0
* Post-synthesis cell area at 413 sq um
* Worst hold slack at 0.564 ns
* Yosys cell count at 56
* Global route overflow at 0
* Critical path startpoint category: input port
* Largest net degree at the start of global routing at 14
* Clk Tree Root Cell: clkbuf_4
* Detailed Place HPWL at 616 um
* CP Class: input port to primary output
* Ant diodes at 0
* Status: complete, no violations
* Simple Share, Synth at 28.2%
==> cells in the mapped netlist <==
| library cell | count |
|---|---|
| o21ai_0 | 2 |
| nor4_1 | 1 |
| clkbuf_2 | 1 |
| or3_1 | 2 |
| buf_2 | 1 |
| nor2_1 | 4 |
| nand3b_1 | 1 |
| nand2b_1 | 3 |
| a21oi_1 | 3 |
| o32a_1 | 1 |
| inv_1 | 4 |
| nand2_1 | 3 |
| nand4_1 | 2 |
| a21oi_2 | 1 |
| buf_6 | 1 |
| nand3_1 | 1 |
| nor2b_1 | 1 |
| o22ai_1 | 2 |
| a22oi_1 | 1 |
| o31ai_1 | 1 |
| buf_4 | 2 |
| a2111oi_2 | 1 |
| xnor2_1 | 1 |
| dfxtp_1 | 5 |
| clkbuf_1 | 1 |
| nor3_1 | 3 |
| a21o_1 | 1 |
| a211oi_1 | 1 |
| o31a_1 | 1 |
| a221o_1 | 1 |
| a31oi_1 | 2 |
| and3_1 | 1 |
==> final timing paths <==
check | from | to | slack, ns | cells past startpoint
setup / recovery | inputdata | nervousAbnormality[0] | 0.29 | 3
hold / removal | Prstate[4]$_DFF_P_ | Prstate[2]$_DFF_P_ | 0.56 | 1
setup reg to reg | Prstate[3]$_DFF_P_ | Prstate[2]$_DFF_P_ | 1.26 | 4
hold reg to reg | Prstate[4]$_DFF_P_ | Prstate[2]$_DFF_P_ | 0.56 | 1
==> stage by stage <==
step,instances,setup slack (ns)
detailed placement,100,0.318
CTS,104,0.285
floorplan,56,1.32
finish,104,0.291
global placement,100,0.339
global route,104,0.186
==> layout make-up <==
class / instances / area share (%)
Clock buffer: 4 / 5.32
Inverter: 4 / 3.04
Multi-Input combinational cell: 41 / 52.2
Sequential cell: 5 / 20.3
Tap cell: 46 / 11.6
Timing Repair Buffer: 4 / 7.59
==> placed cells by master, fill, tap and decap left out <==
cell type	count
nor4_1	1
nand2b_1	3
o32a_1	1
a2111oi_2	1
a31oi_1	2
xnor2_1	1
clkdlybuf4s50_1	3
o22ai_1	2
nor3_1	3
nand4_1	2
a221o_1	1
nor2b_1	1
o21ai_0	2
o31ai_1	1
a21oi_2	1
inv_1	4
dfxtp_1	5
a211oi_1	1
nand3_1	1
buf_4	1
o31a_1	1
a21oi_1	3
nand2_1	3
or3_1	2
clkbuf_1	1
nor2_1	4
nand3b_1	1
a22oi_1	1
clkbuf_4	3
and3_1	1
a21o_1	1
==> cells by family (layout without fill, tap and decap cells) <==
group | Yosys count | after routing
AND-OR/OR-AND | 18 | 18
XOR/XNOR | 1 | 1
buffers and inverters | 10 | 12
flip-flops | 5 | 5
AND/OR/NAND/NOR | 22 | 22
==> worst max-delay path, cell delays in order <==
cell and delay (ns):
clkdlybuf4s50_1 0.54, nor4_1 0.33, clkdlybuf4s50_1 0.52
==> routing by layer <==
layer / vias to the layer above / track usage [%] / part of all wire [%]
met1: 192 / 3.75 / 47
met2: 24 / 3.85 / 40
met4: 0 / 0.704 / 0.91
li1: 211 / - / -
met3: 2 / 1.36 / 12
met5: - / 0 / 0
==> power by group through the flow <==
| stage | logic (uW) | clock network, uW | registers (uW) |
|---|---|---|---|
| CTS | 244 | 86.9 | 184 |
| global route | 275 | 92.7 | 196 |
| finish | 244 | 81.8 | 187 |
Power is estimated from default activity; no workload was simulated.
