==> ./design.v <==
`timescale 1ns / 1ps
 module full_adder(
    input a,
    input b,
    input cin,
    output cout,
    output s
    );
	assign cout = ((a|b)&cin)|(a&b);
	xor x1(s,cin,a,b);
endmodule
`timescale 1ns / 1ps
module full_adder_4bit(
    input [3:0] a,
    input [3:0] b,
    input cin,
    output cout,
    output [3:0] s
    );
	 wire [2:0]w;
	 full_adder full_adder_1(a[0],b[0],cin,w[0],s[0]);
	 full_adder full_adder_2(a[1],b[1],w[0],w[1],s[1]);
	 full_adder full_adder_3(a[2],b[2],w[1],w[2],s[2]);
	 full_adder full_adder_4(a[3],b[3],w[2],cout,s[3]);
endmodule
`timescale 1ns / 1ps
module full_adder_8bit(
    input [7:0] a,
    input [7:0] b,
    output cout,
    output [7:0] s
    );
	wire w;
	full_adder_4bit f1({a[3], a[2],a[1],a[0]},{b[3],b[2], b[1], b[0]},1'b0,w,{s[3], s[2], s[1], s[0]});
	full_adder_4bit f2({a[7], a[6],a[5],a[4]},{b[7],b[6], b[5], b[4]},w,cout,{s[7], s[6], s[5], s[4]});
endmodule
`timescale 1ns / 1ps
module subtractor_8bit(
    input [7:0] a,
    input [7:0] b,
    output [7:0] s
    );
		wire  [7:0]bComp;
		wire carry_1, carry_2;
	full_adder_8bit f1(b,8'b00000001,carry_1,bComp);
	full_adder_8bit f2(a, bComp, carry_2, s);
endmodule
==> ./run.sh <==
#!/bin/bash
# OpenROAD 26Q1-2900-gdf79404cd8, Yosys 0.63+post, stock flow scripts
make -C /OpenROAD-flow-scripts/flow DESIGN_CONFIG=/design/flow/config.mk WORK_HOME=/design/flow/orfs finish
==> ./config.mk <==
export PLATFORM = sky130hd
export DESIGN_NAME = subtractor_8bit
export DESIGN_NICKNAME = subtractor_8bit
export VERILOG_FILES = /design/flow/design.v
export SDC_FILE = /design/flow/constraint.sdc
export NUM_CORES = 4
export LEC_CHECK = 1
export CORE_AREA = 10 10 70 70
export DIE_AREA = 0 0 80 80
==> ./constraint.sdc <==
current_design subtractor_8bit

set clk_period 5.5
set clk_io_pct 0.2

create_clock -name clk0 -period $clk_period

set non_clock_inputs [all_inputs -no_clocks]
set_input_delay [expr $clk_period * $clk_io_pct] -clock clk0 $non_clock_inputs
set_output_delay [expr $clk_period * $clk_io_pct] -clock clk0 [all_outputs]
==> notes.md <==
The layout was made with Yosys and OpenROAD.

The count of max-cap constraint violations is 0. At the floorplan stage, the core utilization is reported as 10.7%. The OpenROAD report gives the critical path a data arrival time of 4.33 ns.

The number of buffers inserted by port buffering is 24. The total internal power is 0.0429 mW. The library cell occupying the most area in the post-synthesis netlist is fa_1. Setup repair after global routing left no endpoint under its margin. The number of global-route vias before repair was 282. The final period demand of the worst path is 5.43 ns. The flow reports that combinational logic draws 100.0% of the design power.

The total overflow left after global routing is 0. The worst setup path category is input pin to primary output. The HPWL after detailed placement is 829 um. The fraction of final layout cells with drive strength greater than 1 is 18.6%. The register area is 0 um^2.

The final cell count without fillers is 105. The OpenROAD report gives the critical path a required time of 4.40 ns. The slew at the pin closest to its max-slew limit is 0.207 ns. In this run the power density over the cells is 98.0 mW/mm^2. Setup total negative slack on the finished layout was measured at 0 ns. The via count is 266. The most common cell in the netlist is inv_1. The highest supply drop recorded on VDD is 0.0147 mV. In the post-route report, total wirelength is listed as 824 um. The congestion estimate from routability-driven global placement came to 0.724. In this run the remaining antenna-violating nets after routing total 0. After synthesis, flip-flops and latches occupy 0% of the total area. The final period utilization is 98.8%. The worst slew slack as a fraction of its limit is 86.1%. Per the OpenROAD floorplan log, the area of the core is 0.00342 mm^2.

The switching power total is 0.0187 mW. The worst setup path is launched from an input pin. The post-layout total power is 0.0616 mW. The maximum number of pins on one net before global-route repair is 3.

The number of pins with negative max-slew slack in the final report is 0. The per-instance average area after synthesis is 8.50 um^2. The number of logged tool warnings is 32.

The post-CTS hold buffer count recorded in the log is 0. The share of total power dissipated in the clock network is 0%. The wire length of the first global-routing pass is 1.24 mm. Before antenna repair, the detailed router went through 2 iterations. For this run, the total global-route usage over all layers was measured as 2.38%. Yosys printed 0 warnings.

After clock tree synthesis, the setup repair step added 0 buffers. The switching share of power is 30.3%. Ranked by total cell area, the synthesized netlist is headed by fa_1 33%, ha_1 24%, inv_1 20%, buf_4 16%, xnor2_1 7.2%. The number of diodes is 0.

The worst min-delay path class is input pin to primary output. The clock buffer count in the final layout is 0. The count of routing violations after the opening detailed-route iteration is 2.

The final-report hold violation count is 0. The worst setup path is captured at a primary output. The power report attributes to the sequential group a share of 0%. There are 0 flip-flops and latches.

The top achievable clock speed is 184 MHz. The script logs the mean routed wire length per placed instance as 7.85 um. The number of setup violations in the final report is 0.

The yosys stat cell total is 43. The number of placed instances, taps included, is 105. Ranked by instance count, the synthesized netlist is headed by 19 x inv_1, 8 x buf_4, 7 x ha_1. In this run the cell area of the synthesized design comes to 365 um^2. The static leakage is 0.309 nW. The die footprint is 0.00640 mm^2.

In this run the layout overhead on the synthesized area is reported as 71.9%. The run finished with clean final reports. The width of the die is 80 um.

The number of primary I/O pins is 24. The vias per cell is 2.53. The report gives the cell count of the worst hold path as 3. The post-synthesis cell count is 43. Per the OpenROAD floorplan log, the height of the die is 80 um.

The fraction of synthesized cell area taken by the top area cell type is 32.9%. Final hold analysis gives a worst-case slack of 2.88 ns. STA lists the maximum fanout along the critical path as 1. The number of DRC violations after detailed routing is 0. After synthesis, the chip area reported by Yosys is 365 um^2.

The initial antenna violation count is 0. Counting distinct cell types in the post-synthesis netlist gives 5. The floorplan has 21 rows.
cell usage in the layout (no fill, tap or decap):
master / count
inv_2: 3
fa_2: 6
clkdlybuf4s50_1: 20
xnor2_1: 2
clkdlybuf4s15_1: 1
xnor2_2: 1
ha_1: 6
ha_2: 1
dlygate4sd2_1: 2
dlymetal6s2s_1: 1
inv_1: 16
worst max-delay path: stages:
cell	delay [ns]
clkdlybuf4s50_1	0.45
inv_1	0.05
fa_2	0.39
fa_2	0.38
fa_2	0.37
fa_2	0.36
inv_2	0.07
fa_2	0.19
inv_2	0.04
fa_2	0.50
inv_1	0.04
clkdlybuf4s50_1	0.39
logic make-up (layout without fill, tap and decap cells):
family / count (synthesis) / after routing / share of synthesized area, %
xor gates and xnor gates: 3 / 3 / 7.19
buffers and inverters: 27 / 43 / 36.0
adders and majority gates: 13 / 13 / 56.8
final cells by class:
| class | count | area [um^2] |
|---|---|---|
| inverters | 19 | 71.3 |
| well taps | 46 | 57.6 |
| multi-input cells | 16 | 259 |
| fillers | 389 | 2790 |
| repair buffers | 24 | 240 |
path summary, 6_finish.rpt:
| path | slack (ns) | startpoint | end |
|---|---|---|---|
| hold / removal | 2.88 | a[0] | s[0] |
| setup / recovery | 0.07 | a[1] | s[6] |
metrics by stage:
step           setup slack (ns)  instance area [um^2]  util, %
2_1_floorplan             0.317                   365        -
3_3_place_gp             -0.620                   603     17.7
3_5_place_dp             -0.638                   603     17.7
4_1_cts                  0.0338                   622     18.2
5_1_grt                 0.00525                   628     18.4
6_report                 0.0655                   628     18.4
layer usage:
| metal | vias to the layer above | part of all wire (%) | GRT usage, % |
|---|---|---|---|
| met2 | 6 | 61 | 4.98 |
| li1 | 141 | - | - |
| met4 | 0 | 0 | 0 |
| met1 | 119 | 34 | 2.50 |
| met5 | - | 0 | 0 |
| met3 | 0 | 4.7 | 0.341 |
power groups by stage:
stage     Combinational (mW)  Sequential, mW  Clock (mW)
4_1_cts               0.0636               0           0
5_1_grt               0.0700               0           0
6_report              0.0616               0           0
what timing repair did:
action                                  in CTS  in global routing
cloned                                       0                  0
pin swaps                                    9                  7
gates resized                               13                  3
endpoints found under the setup margin       3                  1
No activity file was given, so power comes from the tool's default toggle rates.
